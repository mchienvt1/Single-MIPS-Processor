`./design.v`:
```
module dataMemory (
  input clk,
  input memWrite,
  input [31:0] address,
  input [31:0] writeData,
  output [31:0] readData
);
  reg [31:0] data_memory [31:0];
  always @(posedge clk) begin
    if (memWrite) begin
      data_memory[address[31:2]] <= writeData;  
    end
  end
  assign readData = data_memory[address[31:2]];
endmodule
```
`./run.sh`:
```
#!/bin/bash
# OpenROAD 26Q1-2900-gdf79404cd8, Yosys 0.63+post, stock flow scripts
make -C /OpenROAD-flow-scripts/flow DESIGN_CONFIG=/design/flow/config.mk WORK_HOME=/design/flow/orfs finish
```
`./config.mk`:
```
export PLATFORM = sky130hd
export DESIGN_NAME = dataMemory
export DESIGN_NICKNAME = dataMemory
export VERILOG_FILES = /design/flow/design.v
export SDC_FILE = /design/flow/constraint.sdc
export NUM_CORES = 4
export LEC_CHECK = 1
export CORE_UTILIZATION = 30
export SYNTH_HDL_FRONTEND = slang
```
`./constraint.sdc`:
```
current_design dataMemory

set clk_period 7.4
set clk_io_pct 0.2

create_clock -name clk0 -period $clk_period [get_ports {clk}]

set non_clock_inputs [all_inputs -no_clocks]
set_input_delay [expr $clk_period * $clk_io_pct] -clock clk0 $non_clock_inputs
set_output_delay [expr $clk_period * $clk_io_pct] -clock clk0 [all_outputs]
```
==> CHANGELOG.md <==
## Flow update

* Final setup violation count at 0
* Hold Vio Cnt, Final at 0
* YS warnings at 0
* Hpwl dp at between 50 and 60 mm
* Post-Syn Instances at around 2100
* Final WL at 95.8 mm
* Initial drt markers at 1335
* Chip area line of the yosys report at approximately 39000 um2
* Arrival time worst endpoint at 5120 ps
* Hold WC Path Type: in2reg
* Async SR Flop Fraction at 0%
* Status: finished clean
* Max-slew violation count at 0
* DR pass1 iterations at 5
* Register area share after synthesis at 78.6%
* CTS tree: yes
* Cell type with the largest total area: edfxtp_1
* Minimum clock period at between 6000 and 7000 ps
* Cell chosen for the clock root: clkbuf_16
* Slew HR at 35.8%
* FF+latch count, synth at roughly 1000
* Netlist Area Pre-Place at a little under 40000 um2
* Vias post-DR at slightly below 20000
* Remaining DRCs at 0
* Routed Antenna Nets at 0
* Core ar. at between 100000 and 150000 um2
* Simple-Gate Fraction of Synth Area at 2.30%
* Area fraction in compound gates at roughly 4.1%
* Min-Delay Endpoint: data_memory[10][24]
* RSZ-0062 raised after global routing: no
* Design Area, Final at between 40000 and 50000 um2
* CTS clock-pin slew for the worst setup and hold paths at 60 ps
* Fa+ha+maj area frac at 0%
* Layout cells sized above 1 at between 10% and 20%
* Tool warnings at around 53
* Crit Path Category: in2out
* Final setup TNS at 0 ps
* Total Routing Usage GR at roughly 16%
* Fmax at around 150 MHz
* DR vias/cell at 4.88
* Min-delay src: writeData[24]
* Unique masters post-synth at 22
* Vias in the first global route at roughly 21000
* Crit path DRT at 5920 ps
* Pin count of the biggest net entering global routing at between 80 and 90
* Top Layout Cells: 1024 x edfxtp_1, 512 x mux2i_1, 256 x o22ai_1
* Die area at 132000 um2
* XOR-XNOR Cells, Area Fraction at 0%
* Post-synth top area share at between 70% and 80%
* First-pass GRT wire length at about 140 mm
* CTS Buf Count at 100
* FP Core Util at between 30% and 40%
* Hold_buf cts at 0
* Post-synth EDFFs at between 1000 and 1500
* Initial antenna violation count at 5
* Commonest Layout Cell: edfxtp_1
* # rows at ~130
* Number of flip-flops in the largest register at about 1000
* Post-cts resize count at 0
* Setup bufs post-CTS at 0
* Yosys Instances at roughly 2100
* Max_cap viols at 0
* Synth area leaders: edfxtp_1 79%, mux2i_1 13%, o22ai_1 4.1%
* CP startpoint kind: primary input
* Synth-to-Final Area Change at 16.5%
* Synth Flop Type: edfxtp_1
* Sink Count at approximately 1000
* Worst-path fanout max at 24
* DR WL/cell at around 24 um
* Pwr dens at 262 nW/um2
* P_leak at 15.3 nW
* Hold depth at 2
* Io pins at between 90 and 100
* Final period util at 89.2%
* MUX area fraction at a little over an eighth
* Slew @ Worst Pin at ~960 ps
* GPL Wtd Cong at ~0.83
* Total grt overflow at 0
* Die width at 363 um
* Avg Inst Size Synth at around 19 um2
* Synth logic family: multiplexers
* Longest Clk Path Bufs at 3
* Placed inst area at 42300 um2
* Die y size at ~360 um
* H-tree Lvls at 3
* PortBufs at 70
* VDD IR-drop max at between 150 and 200 uV
* CP Capture Type: output port
synthesized netlist by cell type (2+ instances only):
library cell  number
or3b_2             3
nor3_1             4
or4b_4             3
edfxtp_1        1024
mux2i_1          512
nand3_1            2
nand2_1           34
buf_2             81
o22ai_1          256
nand4bb_1          6
buf_4              2
nor2_1            29
nor4_1            64
clkbuf_1          23
buf_6             19
nand3b_1           4
nand4b_1           4
cell type report:
type / instances / area [um2]
fill: 11800 / 83900
sequential: 1024 / 30700
multi-input combinational: 925 / 7940
clock buffer: 119 / 2620
tap: 1742 / 2180
timing repair buffer: 158 / 1470
clock inverter: 64 / 601
antenna: 1 / 2.50
cells by family (layout without fill, tap and decap cells):
| logic type | Yosys count | in the layout |
|---|---|---|
| flip-flops | 1024 | 1024 |
| multiplexers | 512 | 512 |
| AND-OR/OR-AND | 256 | 256 |
| AND/OR/NAND/NOR | 157 | 157 |
| buffers and inverters | 126 | 341 |
| other | 0 | 1 |
where the power goes:
part	total [mW]	internal (mW)	switching [mW]
Combinational	0.557	0.215	0.342
Clock	4.93	2.84	2.08
Sequential	6.47	6.45	0.0143
routing by layer:
metal | up-vias | share of wire (%) | global-route usage, %
met1 | 9516 | 33 | 16.4
met5 | - | 0.11 | 0.363
met3 | 115 | 18 | 13.7
li1 | 8764 | - | -
met2 | 1282 | 47 | 23.6
met4 | 10 | 2.0 | 2.57
worst max path at each step:
stage,from,end,slack (ps),cells after the start
finish,address[6],readData[20],800,7
global route,address[5],readData[20],580,7
CTS,address[6],readData[20],740,7
critical path, cell delays in order:
cell and delay [ps]:
clkdlybuf4s50_1 1090, or4b_2 680, buf_4 420, o22ai_1 180, nor4_1 580, nand2_1 200, clkdlybuf4s50_1 460
metrics by stage:
step	instances	worst slack, ps	utilization (%)	total power, mW	hold WS, ps
after global placement	3849	848	32.7	7.14	2310
after CTS	4032	743	35.2	12.0	1610
final	4033	798	35.2	12.0	1640
after global routing	4033	580	35.2	12.3	1650
after floorplan	2075	2250	-	6.87	1580
after detailed placement	3849	761	32.7	7.16	2320
Power is estimated from default activity; no workload was simulated.
